==> /design/flow/design.v <==
`default_nettype wire
`timescale 1ns / 1ps
typedef logic[31:0] uint32_t;
typedef logic[31:0] float_t;
typedef float_t[64-1:0]         feature_t;
typedef logic[$clog2(15000)-1:0]   cam_addr_t;
typedef logic[48-1:0]           cam_key_t;
typedef logic[32-1:0]         cam_value_t;
typedef logic[$clog2(1)-1:0]               nmc_index_t;
typedef logic[$clog2(10000)-1:0]          nmc_offset_t;
typedef logic[$clog2(10000*1)-1:0]   nmc_addr_t;
typedef feature_t                               nmc_feature_t;
typedef float_t[8-1:0]                  nmc_result_t;
typedef struct packed {
    nmc_offset_t id;
    nmc_feature_t feature;
    nmc_result_t result;
} nmc_entry_t;
typedef struct packed {
    nmc_addr_t addr;
    nmc_entry_t entry;
} nmc_wr_req_t;
typedef struct packed {
    logic id_vld;    
    nmc_offset_t id;
    nmc_addr_t addr;
    feature_t feature;
} nmc_qr_req_t;
typedef struct packed {
    logic valid, found;
    nmc_result_t result;
} nmc_qr_resp_t;
typedef enum logic [2:0] {
    NMC_IDLE,
    NMC_QUERY,
    NMC_CAL,
    NMC_RES,
    NMC_WRITE
} nmc_state_t;
module alu #(
    parameter   DATA_WIDTH  =   32,
    parameter   ALU_KIND    =   0
) (
    input   logic[DATA_WIDTH-1:0]   a_i,
    input   logic[DATA_WIDTH-1:0]   b_i,
    output  logic[DATA_WIDTH-1:0]   c_o
);
logic[DATA_WIDTH-1:0] alu_a, alu_b, alu_c;
generate if (ALU_KIND == 0) begin
    xnor_unit #(
        .DATA_WIDTH ( DATA_WIDTH    ),
        .ALU_KIND   ( ALU_KIND      )
    ) xnor_unit_inst (
        .a_i    ( alu_a ),
        .b_i    ( alu_b ),
        .c_o    ( alu_c )
    );
end else if (ALU_KIND == 1) begin
    mul_unit #(
        .DATA_WIDTH ( DATA_WIDTH    ),
        .ALU_KIND   ( ALU_KIND      )
    ) mul_unit_inst (
        .a_i    ( alu_a ),
        .b_i    ( alu_b ),
        .c_o    ( alu_c )
    );
end else if (ALU_KIND == 2) begin
    xor_unit #(
        .DATA_WIDTH ( DATA_WIDTH    ),
        .ALU_KIND   ( ALU_KIND      )
    ) xor_unit_inst (
        .a_i    ( alu_a ),
        .b_i    ( alu_b ),
        .c_o    ( alu_c )
    );
end else begin
    assign alu_c = '0;
end endgenerate
assign alu_a = a_i;
assign alu_b = b_i;
assign c_o = alu_c;
endmodule
module xnor_unit #(
    parameter   DATA_WIDTH  =   32,
    parameter   ALU_KIND    =   0
) (
    input   logic[DATA_WIDTH-1:0]   a_i,
    input   logic[DATA_WIDTH-1:0]   b_i,
    output  logic[DATA_WIDTH-1:0]   c_o
);
logic [DATA_WIDTH-1:0] res;
assign res = ~(a_i ^ b_i);
assign c_o = res[DATA_WIDTH-1:0];
endmodule
==> /design/flow/run.sh <==
#!/bin/bash
# OpenROAD 26Q1-2900-gdf79404cd8, Yosys 0.63+post, stock flow scripts
make -C /OpenROAD-flow-scripts/flow DESIGN_CONFIG=/design/flow/config.mk WORK_HOME=/design/flow/orfs finish
==> /design/flow/config.mk <==
export PLATFORM = sky130hd
export DESIGN_NAME = alu
export DESIGN_NICKNAME = alu
export VERILOG_FILES = /design/flow/design.v
export SDC_FILE = /design/flow/constraint.sdc
export NUM_CORES = 4
export LEC_CHECK = 1
export CORE_AREA = 10 10 70 70
export DIE_AREA = 0 0 80 80
==> /design/flow/constraint.sdc <==
current_design alu

set clk_period 1.0
set clk_io_pct 0.2

create_clock -name clk0 -period $clk_period

set non_clock_inputs [all_inputs -no_clocks]
set_input_delay [expr $clk_period * $clk_io_pct] -clock clk0 $non_clock_inputs
set_output_delay [expr $clk_period * $clk_io_pct] -clock clk0 [all_outputs]
==> job_summary.md <==
## PnR job results

| Metric | Value |
|---|---|
| Final TNS setup | 0 ns |
| Vias per cell | 3.32 |
| Reg area | 0 um2 |
| Worst Path Max Fanout | 1 |
| Total GRT Usage | 6.60% |
| Floorplan Utilization | 8.21% |
| Port Buffer Count | 96 |
| Worst Hold Launch | a_i[0] |
| Drt wl/cell | 13.2 um |
| RD Place Congestion | 0.730 |
| Tool warning count | 32 |
| Total of max-cap violations | 0 |
| Period utilisation layout | 92.2% |
| Fraction of layout cells with a size suffix above 1 | 25.0% |
| DR top layer | met3 |
| Vias in the first global route | 689 |
| DRC viols | 0 |
| Routed via count | 577 |
| Chip height | 80 um |
| Mapped Avg Cell Area | 8.76 um2 |
| Least-Margin Pin Slew | 0.134 ns |
| Crit path DAT | 0.72 ns |
| Core area | 3420 um2 |
| Routed met2 length | 1210 um |
| Tmin final | 0.922 ns |
| Status | completed |
| N_diodes | 0 |
| Achievable clock frequency | 1080 MHz |
| HPWL after DPL | 2240 um |
| Post-route cell area | 1060 um2 |
| Grt ovf | 0 |
| Hold Path Stages | 3 |
| Area delta synth->final | 278% |
| Hold WS | 0.761 ns |
| Met3 Wirelength | 275 um |
| First-pass iteration count of the detailed router | 2 |
| Postcts setup bufs | 0 |
| Hold violation count in the final report | 0 |
| Pwr/cell area | 379 nW/um2 |
| Relative max-transition margin | 91.0% |
| YS chip area | 280 um2 |
| Total wire length | 2300 um |
| Lkg Pwr | 0.529 nW |
| First-pass GRT wire length | 3510 um |
| Worst setup SP type | primary input |
| Post-Syn Area | 280 um2 |
| Seq share, synth | 0% |
| Initial DRC Count | 1 |
| Die area | 6400 um2 |
| Synth warn | 0 |
| FP Rows | 21 |
| Worst-case hold path end point | c_o[0] |
| # hold bufs at CTS | 0 |
| CTS resizes | 161 |
| DP Area | 1300 um2 |
| DRT met1 WL | 811 um |
| RSZ-0062 raised after global routing | no |
| Die width | 80 um |
| Flip-flops | 0 |
| Cells after Synth | 32 |
| IO Count | 96 |
| Critical path class | primary input to output pin |
| Largest net degree at the start of global routing | 2 |
| Cell Type Count | 1 |
| Setup-failing EPs final | 0 |
| Final max-slew violation count | 0 |
| Final ANT Viol Nets | 0 |
| Yosys Instances | 32 |
| Worst hold path type | primary input to output pin |
| Clock buffer count | 0 |
| Initial antenna violation count | 0 |
| Max IR drop VDD | 0.0951 mV |
| Critical path capture point type | output pin |
| Fin util | 31.0% |
| CP required | 0.80 ns |
-- critical path: stages --
cell           delay (ns)
dlygate4sd2_1        0.24
xnor2_1              0.16
buf_2                0.13
-- cell usage after synthesis --
cell type   n  area, um2
xnor2_1    32        280
-- power breakdown --
part           switching (mW)  leakage (nW)  total (mW)  internal, mW
clock network               0             0           0             0
registers                   0             0           0             0
logic                   0.110         0.529       0.401         0.291
total                   0.110         0.529       0.401         0.291
-- placed cells by master (no fill, tap or decap) --
cell type | netlist | routed
buf_2 | 0 | 32
xnor2_1 | 32 | 32
dlygate4sd2_1 | 0 | 64
-- per-layer routing --
metal  vias to the layer above  track usage [%]
met1                       246             7.19
met3                         0             2.95
li1                        288                -
met2                        43             12.1
met5                         -                0
met4                         0                0
-- worst max path at each step --
stage | from | to | slack, ns | cells past startpoint
final | a_i[9] | c_o[9] | 0.08 | 3
after global routing | a_i[9] | c_o[9] | 0.006 | 3
after CTS | a_i[9] | c_o[9] | 0.05 | 3
-- stage by stage --
stage               instances  power [mW]  worst slack (ns)
floorplan                  32      0.0860             0.517
global placement          174       0.634            -0.534
detailed placement        174       0.636            -0.540
CTS                       174       0.417            0.0453
global route              174       0.448           0.00583
finish                    174       0.401            0.0776
-- final cells by class --
cell class / count / area, um2
fill: 409 / 2360
timing repair buffer: 96 / 721
multi-input combinational: 32 / 280
tap: 46 / 57.6
-- kinds of logic after synthesis --
logic type,share of synthesized area (%)
xor gates and xnor gates,100
No activity file was given, so power comes from the tool's default toggle rates.
