## ./config.mk

```make
export PLATFORM = sky130hd
export DESIGN_NAME = mul_unit
export DESIGN_NICKNAME = mul_unit
export VERILOG_FILES = /design/flow/design.v
export SDC_FILE = /design/flow/constraint.sdc
export NUM_CORES = 4
export LEC_CHECK = 1
export CORE_UTILIZATION = 50
```

## ./constraint.sdc

```tcl
current_design mul_unit

set clk_period 13.8
set clk_io_pct 0.2

create_clock -name clk0 -period $clk_period

set non_clock_inputs [all_inputs -no_clocks]
set_input_delay [expr $clk_period * $clk_io_pct] -clock clk0 $non_clock_inputs
set_output_delay [expr $clk_period * $clk_io_pct] -clock clk0 [all_outputs]
```

## ./design.v

```verilog
`default_nettype wire
`timescale 1ns / 1ps
typedef logic[31:0] uint32_t;
typedef logic[31:0] float_t;
typedef float_t[64-1:0]         feature_t;
typedef logic[$clog2(15000)-1:0]   cam_addr_t;
typedef logic[48-1:0]           cam_key_t;
typedef logic[32-1:0]         cam_value_t;
typedef logic[$clog2(1)-1:0]               nmc_index_t;
typedef logic[$clog2(10000)-1:0]          nmc_offset_t;
typedef logic[$clog2(10000*1)-1:0]   nmc_addr_t;
typedef feature_t                               nmc_feature_t;
typedef float_t[8-1:0]                  nmc_result_t;
typedef struct packed {
    nmc_offset_t id;
    nmc_feature_t feature;
    nmc_result_t result;
} nmc_entry_t;
typedef struct packed {
    nmc_addr_t addr;
    nmc_entry_t entry;
} nmc_wr_req_t;
typedef struct packed {
    logic id_vld;    
    nmc_offset_t id;
    nmc_addr_t addr;
    feature_t feature;
} nmc_qr_req_t;
typedef struct packed {
    logic valid, found;
    nmc_result_t result;
} nmc_qr_resp_t;
typedef enum logic [2:0] {
    NMC_IDLE,
    NMC_QUERY,
    NMC_CAL,
    NMC_RES,
    NMC_WRITE
} nmc_state_t;
module mul_unit #(
    parameter   DATA_WIDTH  =   32,
    parameter   ALU_KIND    =   0
) (
    input   logic[DATA_WIDTH-1:0]   a_i,
    input   logic[DATA_WIDTH-1:0]   b_i,
    output  logic[DATA_WIDTH-1:0]   c_o
);
logic [DATA_WIDTH*2-1:0] res;
assign res = a_i * b_i;
assign c_o = res[DATA_WIDTH-1:0];
endmodule
```

## ./run.sh

```bash
#!/bin/bash
# OpenROAD 26Q1-2900-gdf79404cd8, Yosys 0.63+post, stock flow scripts
make -C /OpenROAD-flow-scripts/flow DESIGN_CONFIG=/design/flow/config.mk WORK_HOME=/design/flow/orfs finish
```

==> notes.md <==
fresh numbers from the pnr run: worst-path cell chain clkdlybuf4s50_1, buf_4, nand2_1, fa_1, inv_1, fa_1, fa_1, inv_1, fa_1, inv_1, fa_1, fa_1, fa_1, fa_1, ha_1, nand2_1, a2111oi_2, o2111ai_1, a31oi_2, a311oi_1, xnor2_1, clkdlybuf4s50_1, Port Buf Inserts 96, fmax 74.8 MHz, Cells after Synth 1,726, XOR Share, Synth 0.0443, DR vias 11,200, CP most frequent cell fa_1, GRT Residual Overflow 0, number of global-route vias before repair 12,400, HPWL Detailed 36.1 mm, max_slew headroom 0.415, CP arrival 10,610 ps, ys cells 1,726, crit path buf inv count 6, ant diodes 0, Die X 180 microns, Unique masters post-synth 56, Setup CP Type input port to output port, Post-Synth AOI/OAI Area 0.0401, vias per std cell 5.16, Top cell area share 0.513, CP delay by family, top adder cells, Setup crit end kind output port, Clock buffer cells 0, mean area per synthesized cell 9.22 sq um, setup violators final 0, warnings from Yosys 0, Mapped Area 15,900 sq um, hold crit path type input port to output port, outcome finished, final reports clean, Yosys top cell by area fa_1, Synth mux share 0.000629, Final Routed Wirelength 41.1 mm, Seq cells 0, fp util 0.514, CP required 11,040 ps, largest net degree at the start of global routing 28, Period minus WS final 13,370 ps, yosys stat area 15,900 sq um, most common logic cells in the final layout fa_1 (408), and2_1 (368), inv_1 (361), nand2_1 (170), ha_1 (123), DRC 0, Slowest-stage cell, CP clkdlybuf4s50_1, # hold bufs at CTS 0, Post-Synth Adder-Cell Area 0.610, Final Hold Vio Count 0, most frequent logic cell in the layout fa_1, main area contributors fa_1 (51%), and2_1 (14%), ha_1 (9.7%), Die H 180 microns, CP Launch Type input port, area of the core 31,000 sq um, comb area leader adder cells, total negative slack 0 ps, num rows 64, final worst-path cycle share 0.969, Simple Share, Synth 0.201, share of cells above drive strength 1 0.0292, Max-Cap Viols 0, worst-path maximum fanout 13, wire per inst 18.9 microns, die area 32,600 sq um, first-pass GRT wire length 67.8 mm, TritonRoute pass-1 iters 5, max incr delay on CP 890 ps, Register Area 0 sq um, tool warning count 32, placer congestion estimate 0.918, Max Slew Vio Count 0, Setup Fix Bufs, Post-CTS 0, post-layout util 0.561, GR Util All Layers 0.293, DRT iter0 DRCs 365, Area growth, synth to finish 9.20%, slew at the pin with the worst max-slew slack 876 ps, I/O pins 96, initial antenna violation count 0, post-synthesis sequential area ratio 0, RSZ-0062 raised after global routing false, Antenna Nets Post-Route 0
cells in the mapped netlist (all sizes together) (3+ instances only):
cell type	n
nand3	10
a21o	11
inv	361
o21ai	13
xnor2	62
nand2	170
o21bai	3
o21a	4
a31oi	4
nor2b	3
a21boi	5
xor2	15
and2	368
a21oi	21
nand4	3
clkbuf	81
a211oi	5
fa	408
o211ai	5
nor2	18
ha	123
repair_timing:
action,CTS,global route
hold endpoints to repair,0,0
setup endpoints to repair,0,2
resized,0,4
worst min-delay path, delay by kind of cell:
family	cells	cell delay, ps
buf+inv	3	1360
simple gates	1	160
worst paths after layout:
path | from | to | slack, ps | cells after the start
hold / removal | a_i[0] | c_o[0] | 7050 | 4
setup / recovery | a_i[11] | c_o[31] | 430 | 22
logic make-up after synthesis:
group                      count (synthesis)
buffers and inverters                    443
muxes                                      1
xor gates and xnor gates                  78
AOI/OAI and AO/OA                         88
and+or+nand+nor                          585
adders and majority gates                531
through the flow:
step / worst slack (ps) / std cells / cell area (sq um) / hold WS, ps
6_report: 426 / 2177 / 17400 / 7050
3_5_place_dp: 277 / 2177 / 17400 / 7060
3_3_place_gp: 373 / 2177 / 17400 / 7070
5_1_grt: 30.2 / 2177 / 17400 / 7120
4_1_cts: 256 / 2177 / 17400 / 7070
2_1_floorplan: 2160 / 1726 / 15900 / 5600
final cells by class:
| class | count | area, sq um |
|---|---|---|
| fill | 2850 | 13600 |
| multi-input combinational | 1283 | 14300 |
| inverter | 361 | 1360 |
| timing repair buffer | 137 | 1280 |
| tap | 396 | 495 |
routing by layer:
layer | vias to the layer above | wire length (microns) | GRT usage
met2 | 370 | 19700 | 0.450
met5 | - | 0 | 0
met1 | 5670 | 16100 | 0.412
met4 | 0 | 1120 | 0.0629
met3 | 41 | 4150 | 0.124
li1 | 5154 | - | -
